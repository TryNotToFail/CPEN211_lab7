[/design/flow/design.v]
module controller(input clk, input rst_n, input [2:0] opcode, input [1:0] ALU_op, 
 		  input [1:0] shift_op, 
		  output waiting,
                  output [1:0] reg_sel, output [1:0] wb_sel, output w_en,
                  output en_A, output en_B, output en_C, output en_status,
                  output sel_A, output sel_B, output load_ir, output ram_w_en, 
		  output sel_addr, output clear_pc, output load_pc,
		  output load_addr);
  reg [3:0] state;
  reg [3:0] next_state;
  reg in_waiting;
  reg [1:0] in_reg_sel;
  reg [1:0] in_wb_sel;
  reg in_w_en;
  reg in_en_A;
  reg in_en_B;
  reg in_en_C;
  reg in_en_status;
  reg in_sel_A;
  reg in_sel_B;
  reg in_load_ir;
  reg in_ram_w_en;
  reg in_sel_addr;
  reg in_clear_pc;
  reg in_load_pc;
  reg in_load_addr;
  assign load_ir = in_load_ir;
  assign ram_w_en = in_ram_w_en;
  assign sel_addr = in_sel_addr;
  assign clear_pc = in_clear_pc;
  assign load_pc = in_load_pc;
  assign load_addr = in_load_addr;
  assign waiting = in_waiting;
  assign reg_sel = in_reg_sel;
  assign wb_sel = in_wb_sel;
  assign w_en = in_w_en;
  assign en_A = in_en_A;
  assign en_B = in_en_B;
  assign en_C = in_en_C;
  assign en_status = in_en_status;
  assign sel_A = in_sel_A;
  assign sel_B = in_sel_B;
  always @ (posedge clk) begin
    if(~rst_n) begin
      	next_state = 5'b00000;
	in_clear_pc = 1'b1;
	in_load_pc = 1'b1;
    end else begin
      case(state)
	5'b00000: begin  
		next_state = 5'b00001;
		in_waiting = 1'b1;
		in_reg_sel = 2'b11;
		in_wb_sel = 2'b00;		
		in_w_en = 1'b0;
		in_en_A = 1'b0;
		in_en_B = 1'b0;
		in_en_C = 1'b0;
		in_en_status = 1'b0;
		in_sel_A = 1'b0;
		in_sel_B = 1'b0;
		in_load_ir = 1'b0;
		in_ram_w_en = 1'b0;
		in_sel_addr = 1'b0;
		in_load_addr = 1'b0;
	end
	5'b00001: begin  
		next_state = 5'b00010;
		in_reg_sel = 2'b10;
		in_wb_sel = 2'b01;
		in_w_en = 1'b0;
		in_en_A = 1'b0;
		in_en_B = 1'b0;
		in_en_C = 1'b0;
		in_en_status = 1'b0;
		in_sel_A = 1'b0;
		in_sel_B = 1'b0;
		in_ram_w_en = 1'b0;  
		in_load_pc = 1'b0;
		in_clear_pc = 1'b0;	 
		in_sel_addr = 1'b1;	 
	        end 
	5'b00010: begin	
		 next_state = 5'b00011;
		 in_load_ir = 1'b1;
		 end
	5'b00011: begin  
		  next_state = 5'b00100;
		  in_load_ir = 1'b0;
	 	  in_sel_addr = 1'b0;
		  in_load_pc = 1'b1;
		 end
	5'b00100: begin  
		 in_waiting = 1'b0;
		 in_load_pc = 1'b0;
		  if ({opcode,ALU_op} == 5'b11010) next_state = 5'b00101;  
		  else if ({opcode,ALU_op} == 5'b11100) next_state = 5'b10010;   
		  else if (({opcode,ALU_op} == 5'b11000) | ({opcode,ALU_op} == 5'b10111)) begin  
			next_state = 5'b00111;
		  end 
		  else next_state = 5'b00110;  
		 end  
	5'b00101: begin  
			in_reg_sel = 2'b10;  
			in_wb_sel = 2'b10;  
			in_w_en = 1'b1;  
			next_state = 5'b00001;  
		    end
	5'b00110: begin 	 
		 	in_reg_sel = 2'b10;  
			in_en_A = 1'b1;  
			next_state = 5'b00111;  
		 end  
	5'b00111: begin  
			in_reg_sel = 2'b00;  
			in_en_A = 1'b0;  
			in_en_B = 1'b1;  
			if ({opcode,ALU_op} == 5'b10100) next_state = 5'b01000;
			else if ({opcode,ALU_op} == 5'b10101) next_state = 5'b01001;
			else if ({opcode,ALU_op} == 5'b10110) next_state = 5'b01010;
			else if ({opcode,ALU_op} == 5'b10111) next_state = 5'b01011;
		  	else if ({opcode,ALU_op} == 5'b01100) next_state = 5'b01000;   
			else if ({opcode,ALU_op} == 5'b10000) next_state = 5'b01000;   
			else next_state = 5'b01100;
		    end  
	5'b01000: begin  
		if ({opcode,ALU_op} == 5'b01100) begin  
		  in_en_B = 1'b0;  
		  in_sel_A = 1'b0;  
		  in_sel_B = 1'b1;  
		  in_en_C = 1'b1;  
		  next_state = 5'b01101;
		end
		else if ({opcode,ALU_op} == 5'b10000) begin  
		  in_en_B = 1'b0;   
		  in_sel_A = 1'b0;  
		  in_sel_B = 1'b1;  
		  in_en_C = 1'b1;   
		  next_state = 5'b01101;
		end
		else  
		begin
		  in_en_B = 1'b0;  
		  in_sel_A = 1'b0;  
		  in_sel_B = 1'b0;  
		  in_en_C = 1'b1;  
		  next_state =  5'b10011;
		end
	      end
	5'b01001: begin  
		in_en_B = 1'b0;  
		in_sel_A = 1'b0;  
		in_sel_B = 1'b0;  
		in_en_C = 1'b1;  
		in_en_status = 1'b1;  
		next_state = 5'b10011;
	      end
	5'b01010: begin  
		in_en_B = 1'b0;
		in_sel_A = 1'b0;  
		in_sel_B = 1'b0;  
		in_en_C = 1'b1;  
		next_state = 5'b10011;
 	      end
	5'b01011: begin  
		in_en_B = 1'b0;
		in_sel_A = 1'b1;  
		in_sel_B = 1'b0;  
		in_en_C = 1'b1;
		next_state = 5'b10011;
	      end
	5'b01100: begin  
		in_en_B = 1'b0;
		in_sel_A = 1'b1;  
		in_sel_B = 1'b0;  
		in_en_C = 1'b1;
		next_state = 5'b10011;
   	      end
	5'b01101: begin  
		in_en_C = 1'b0;  
		in_load_addr = 1'b1;   
		in_sel_addr = 1'b0;
		if ({opcode, ALU_op} == 5'b01100) next_state = 5'b01110;
		else if({opcode, ALU_op} == 5'b10000) next_state = 5'b01111;
		end
	5'b01110: begin  
		next_state = 5'b10011;
		in_load_addr = 1'b0;  
	      end
	5'b01111: begin  
		next_state = 5'b10000;
		in_load_addr = 1'b0;
		in_reg_sel = 2'b01;  
		in_en_B = 1'b1;   
	      end
	5'b10000: begin  
		next_state = 5'b10001;
		in_sel_A = 1'b1;  
		in_sel_B = 1'b0;  
		in_en_B = 1'b0;   
		in_en_C = 1'b1;  
		end
	5'b10001: begin  
		in_ram_w_en = 1'b1;
		next_state = 5'b00001;
		end
	5'b10010: next_state = 5'b10010;
	5'b10011: begin  
		 	if({opcode, ALU_op} == 5'b01100) begin
			 next_state = 5'b00001;
			 in_reg_sel = 2'b01;	 
			 in_wb_sel = 2'b11;	 
			 in_w_en = 1'b1;	 
			end
			in_w_en = 1'b1;  
			in_reg_sel = 2'b01;  
			in_wb_sel = 2'b00;  
			next_state = 5'b00001;  
		  end
	default: begin
		  state = 5'b00001;
		  next_state = 5'b00001;
		 end
      endcase
    end
   state <= next_state;
 end
endmodule
[/design/flow/run.sh]
#!/bin/bash
# OpenROAD 26Q1-2900-gdf79404cd8, Yosys 0.63+post, stock flow scripts
make -C /OpenROAD-flow-scripts/flow DESIGN_CONFIG=/design/flow/config.mk WORK_HOME=/design/flow/orfs finish
[/design/flow/config.mk]
export PLATFORM = sky130hd
export DESIGN_NAME = controller
export DESIGN_NICKNAME = controller
export VERILOG_FILES = /design/flow/design.v
export SDC_FILE = /design/flow/constraint.sdc
export NUM_CORES = 4
export LEC_CHECK = 1
export CORE_AREA = 10 10 102 102
export DIE_AREA = 0 0 112 112
[/design/flow/constraint.sdc]
current_design controller

set clk_period 2.9
set clk_io_pct 0.2

create_clock -name clk0 -period $clk_period [get_ports {clk}]

set non_clock_inputs [all_inputs -no_clocks]
set_input_delay [expr $clk_period * $clk_io_pct] -clock clk0 $non_clock_inputs
set_output_delay [expr $clk_period * $clk_io_pct] -clock clk0 [all_outputs]
==> out/qor.log <==
INFO  floorplanning  boundaryPins=27
INFO  flow_run       drv.max_cap_violation_count=0
INFO  placed_design  place_ws=655ps
INFO  clock_tree     clock.latency.late_pin=280ps
INFO  floorplanning  die_w=112microns
INFO  sta            setup_viol=0
INFO  synthesis      synth.avg_cell_area=10.1squm
INFO  clock_tree     number_of_buffers_added_to_fix_hold_violations_after_cts=0
INFO  floorplanning  floorplan.die_area=12500squm
INFO  sta            fmax=505MHz
INFO  clock_tree     cts_num_sinks=33
INFO  grt            grt_max_degree=16
INFO  clock_tree     tritoncts=done
INFO  clock_tree     postCtsSetupBuffers=0
INFO  layout         final.fill_count=875
INFO  grt            first_pass_grt_wire_length=5.29mm
INFO  drt            wirelength=3.21mm
INFO  layout         postLayoutCoreUtil=0.226
INFO  sta            final.setup.tns=0ps
INFO  synthesis      synth_flop_count=33
INFO  flow_run       openroad.warnings=27
INFO  floorplanning  initial_utilization=0.175
INFO  sta            worst_hold_slack=449ps
INFO  setup_path     crit_top_cell=nor3_1
INFO  drt            dr_total_vias=1094
INFO  drt            antenna-diode-count=0
INFO  drt            drt_iter0_markers=129
INFO  setup_path     cp_max_fo=4
INFO  placed_design  tally_of_buffers_added_on_design_ports=23
INFO  drt            routedWlPerCell=11.9microns
INFO  setup_path     cell_family_with_most_cp_delay=simple AND/OR/NAND/NOR gates
INFO  synthesis      post_synth_num_cell_types=42
INFO  sta            final-hold-violation-count=0
INFO  layout         area.growth.synth_to_final=29.0%
INFO  synthesis      synth_stat.cells=142
INFO  setup_path     timing.critical_path.buf_inv=1
INFO  setup_path     crit_path_cell_trace=clkdlybuf4s50_1 > nand2b_2 > nor3_1 > nand2_1 > nor3_1
INFO  floorplanning  row_count=33
INFO  grt            number_of_antenna_violations_at_the_first_check_in_global_routing=0
INFO  setup_path     setup.worst_path.start_class=input pin
INFO  synthesis      edf_count=15
INFO  drt            detail_route.first_pass.iterations=4
INFO  pwr            ir_worst_vdd=0.169mV
INFO  pwr            p_leak=0.663nW
INFO  drt            drc=0
INFO  clock_tree     post_cts.resized_instances=0
INFO  sta            finalCritPeriodShare=0.683
INFO  worst_hold_path worstHoldPathType=reg2reg
INFO  setup_path     crit_path_arrival_time=1940ps
INFO  placed_design  place.gp.congestion=0.879
INFO  clock_tree     cts-htree-levels=2
INFO  sta            period_needed=1980ps
INFO  grt            track_usage=0.0498
INFO  drt            avgViaCountPerCell=4.07
INFO  synthesis      ys_chip_area=1440squm
INFO  floorplanning  fp.coreArea=8220squm
INFO  setup_path     critPathRequiredTime=2860ps
INFO  sta            setup_slack=919ps
INFO  layout         final_layout_size_suffix_gt1_frac=0.0976
INFO  synthesis      synth-warning-count=1
INFO  synthesis      syn-cell-area=1440squm
INFO  clock_tree     cts_root_buffer=clkbuf_8
INFO  synthesis      synth-async-reset-ratio=0
INFO  clock_tree     cts_inserted_buffers=5
INFO  grt            overflow=0
INFO  sta            rsz_0062_raised_after_global_routing=no
INFO  synthesis      synth.yosys.seq_area_share=0.563
INFO  layout         combGateArea=556squm
INFO  floorplanning  die.size.y=112microns
INFO  pwr            ratio_of_total_power_to_cell_area=523nW/um^2
INFO  placed_design  dp.final_hpwl=2.45mm
INFO  setup_path     critical-path-slowest-cell=clkdlybuf4s50_1
INFO  clock_tree     clk_transition_reported_paths=60ps
INFO  setup_path     timing.critical_path.to_type=register
INFO  sta            timing_max_transition_violations_final=0
INFO  layout         register_area=811squm
INFO  setup_path     critical-path-max-stage-delay=540ps
INFO  drt            ant_nets=0
INFO  setup_path     classification_of_the_worst_setup_path=in2reg
INFO  clock_tree     max_clock_buf_depth=2
INFO  sta            clock-skew-final=4.18ps
INFO  synthesis      synth_cells=142
INFO  run_status     status=finished clean
INFO  synthesis      postSynth.topFlopCell=dfxtp_1
INFO  pwr            report.power.total=0.970mW
INFO  grt            grt_pass1_vias=1026
sequential cells by signal, indices dropped and copies added, names as in the netlist:
register and flops:
in_clear_pc 1, in_en_C 1, in_sel_B 1, in_wb_sel 2, in_en_status 1, in_waiting 1
in_w_en 1, in_en_A 1, in_load_pc 1, in_en_B 1, in_sel_addr 1, in_load_addr 1
in_sel_A 1, state 16, in_load_ir 1, in_reg_sel 2
path summary, 6_finish.rpt:
path                            slack, ps  cells past startpoint   startpoint             to
worst max-delay path                  920                      5        rst_n       in_sel_A
worst min-delay path                  450                      2  in_clear_pc    in_clear_pc
worst max register to register       1200                      4     state[1]  in_reg_sel[0]
worst min register to register        450                      2  in_clear_pc    in_clear_pc
synthesized netlist by cell type, drive strengths merged, types with 3 or more instances:
cell type / number / area [sq um]
buf: 6 / 38.8
clkbuf: 4 / 15.0
dfxtp: 18 / 360
edfxtp: 15 / 450
inv: 5 / 18.8
nand2: 15 / 56.3
nand2b: 4 / 27.5
nand3: 4 / 20.0
nor2: 13 / 51.3
nor2b: 3 / 18.8
nor3: 16 / 91.3
nor4: 5 / 31.3
o21ai: 3 / 15.0
or2: 4 / 25.0
power by group:
part           total [mW]  leakage (nW)  internal (mW)  switching (mW)
logic              0.0873         0.321         0.0479          0.0394
registers           0.513         0.288          0.504         0.00955
clock network       0.369        0.0542          0.214           0.155
total               0.970         0.663          0.766           0.204
worst reg2reg max path, stage by stage (launching register included):
cell     delay (ps)
dfxtp_1         350
nor2_1          190
nand3_1         140
or2_1           270
nor4_1          380
cell type report:
class / count / share of cell area
repair buffers: 24 / 0.128
inverters: 5 / 0.0101
multi-input cells: 94 / 0.299
flip-flops and latches: 33 / 0.437
well taps: 105 / 0.0708
clock buffers: 7 / 0.0519
clock inverters: 1 / 0.00270
layout by cell type, fill, tap and decap left out, types with 2 or more instances in the layout:
cell type        instances
a21oi_1                  2
a31oi_1                  2
clkbuf_8                 7
clkdlybuf4s50_1         23
dfxtp_1                 18
edfxtp_1                15
inv_1                    5
nand2_1                 15
nand2b_1                 3
nand3_1                  4
nand3b_1                 2
nand4_1                  2
nor2_1                  12
nor2b_1                  3
nor3_1                  15
nor3b_1                  2
nor4_1                   5
o21ai_0                  2
or2_1                    2
or2_2                    2
or3_1                    2
stage by stage:
stage | cells | cell area [sq um]
global placement | 261 | 1750
global route | 269 | 1860
finish | 269 | 1860
detailed placement | 261 | 1750
CTS | 269 | 1860
floorplan | 142 | 1440
metal layers:
layer,track usage,share of wire
met3,0.0233,0.090
met1,0.0738,0.50
met4,0.00931,0.019
met5,0,0
met2,0.0645,0.40
cells by family after synthesis:
| family | after synthesis | share of synthesized area |
|---|---|---|
| AND-OR/OR-AND | 14 | 0.0687 |
| buffers and inverters | 15 | 0.0504 |
| flip-flops | 33 | 0.563 |
| multiplexers | 1 | 0.00696 |
| other | 1 | 0.00261 |
| AND/OR/NAND/NOR | 78 | 0.308 |
Power and IR drop assume default switching activity.
