--- design.v ---
module ALU(input [15:0] val_A, input [15:0] val_B, input [1:0] ALU_op, 
	    output [15:0] ALU_out, output Z);
reg [15:0] ALU_out1;
reg Z1;
assign ALU_out = ALU_out1;
assign Z = Z1;
always @(*)
  begin
   case(ALU_op)
	2'b00: ALU_out1 = val_A+val_B;
	2'b01: ALU_out1 = val_A-val_B;
	2'b10: ALU_out1 = val_A&val_B;
	2'b11: ALU_out1 = ~val_B;
   endcase
   case(ALU_out1)
	16'b0: Z1 = 1;
  	default: Z1 = 0;
   endcase
end
endmodule
--- run.sh ---
#!/bin/bash
# OpenROAD 26Q1-2900-gdf79404cd8, Yosys 0.63+post, stock flow scripts
make -C /OpenROAD-flow-scripts/flow DESIGN_CONFIG=/design/flow/config.mk WORK_HOME=/design/flow/orfs finish
--- config.mk ---
export PLATFORM = sky130hd
export DESIGN_NAME = ALU
export DESIGN_NICKNAME = ALU
export VERILOG_FILES = /design/flow/design.v
export SDC_FILE = /design/flow/constraint.sdc
export NUM_CORES = 4
export LEC_CHECK = 1
export CORE_AREA = 10 10 98 98
export DIE_AREA = 0 0 108 108
--- constraint.sdc ---
current_design ALU

set clk_period 7.7
set clk_io_pct 0.2

create_clock -name clk0 -period $clk_period

set non_clock_inputs [all_inputs -no_clocks]
set_input_delay [expr $clk_period * $clk_io_pct] -clock clk0 $non_clock_inputs
set_output_delay [expr $clk_period * $clk_io_pct] -clock clk0 [all_outputs]
==> flow_metrics.tcl <==
# metrics dict for downstream scripts
set metrics [dict create \
    outcome "finished clean" \
    synth_area_mm2 0.00172 \
    final_layout_size_suffix_gt1_frac 0.0728 \
    drt-vias-per-instance 5.01 \
    required_ns 6.16 \
    timing.critical_path.to_type "primary output" \
    global_route_wire_length_before_repair_um 9670 \
    drv_cap 0 \
    fp_util 0.224 \
    final_common_cell "sky130_fd_sc_hd__clkdlybuf4s50_1" \
    timing_worst_slew_pin_value_ns 0.516 \
    static-leakage-power_nw 0.928 \
    synthTopLogicFamily "AND-OR/OR-AND gates" \
    post-route-cell-area_mm2 0.00239 \
    tool_warnings 33 \
    cp-startpoint "val_B[6]" \
    antenna_found_initial 0 \
    ioPinCount 51 \
    dr_total_vias 2024 \
    grt_max_degree 27 \
    period_minus_slack_ns 7.39 \
    fin_ws_ns 0.306 \
    cp-endpoint "Z" \
    grtUsageTotal 0.0977 \
    io_buffers 51 \
    min_period_over_period 0.960 \
    setup_violations 0 \
    layout-area-overhead-vs-synth_pct 39.2 \
    timing.slew.headroom 0.656 \
    synth-adder-area-share 0.136 \
    power_report.internal_total_uw 111 \
    synth_xor_xnor_area_share 0.102 \
    timing.hold.worst.class "in -> out" \
    fin_tns_setup_ns 0 \
    antenna_violating_nets_post_route 0 \
    net-switching-power_uw 106 \
    synth-area-yosys_mm2 0.00172 \
    ir_drop_uv 31.3 \
    fp.coreArea_mm2 0.00765 \
    die-width_um 108 \
    buffer_count_from_post_cts_setup_fixing 0 \
    placementRows 32 \
    route.final.wire_length_um 5840 \
    synth_cell_type_count 56 \
    power.share.sequential 0 \
    achievable-frequency_mhz 135 \
    whs_ns 4.20 \
    grt-ovfl-total 0 \
    most_frequent_cells_in_the_layout "sky130_fd_sc_hd__clkdlybuf4s50_1, sky130_fd_sc_hd__o21ai_0, sky130_fd_sc_hd__nand2_1" \
    die_h_um 108 \
    antenna_cells_inserted 0 \
    setup.worst_path.class "in -> out" \
    combPwrFrac 1.000 \
    simple_gate_area_frac 0.318 \
    place_worst_setup_slack_ns 0.313 \
    mux_share 0.0124 \
    yosysWarnings 1 \
    cts.repair.resized 0 \
    count_of_final_hold_check_violations 0 \
    timing.critical_path.arrival_ns 5.85 \
    logic_area_mm2 0.00165 \
    layout.core_utilization 0.312 \
    first_global_vias 2009 \
    numSequentialCells 0 \
    finalWeightedCongestion 0.921 \
    cellPowerDensity_mw_per_mm2 90.9 \
    layoutNonFillerInstCount 404 \
    syn_avg_cell_area_um2 6.78 \
    wire_per_inst_um 14.4 \
    seq_area_um2 0 \
    placed_cells_incl_taps 404 \
    fillerInstances 822 \
    syn_inst 253 \
    dp.final_hpwl_um 4830 \
    clkbuf_count 0 \
    dpl-instance-area_mm2 0.00237 \
    dr.first_iter.drc_count 127 \
    setup_repair_after_global_routing_missed_its_margin "false" \
    remaining_drc_errors 0 \
    ys_cells 253 \
    power.clock.fraction 0 \
    critical_path.max_fanout 6 \
    synth_seq_share 0 \
    timing.final.max_slew_violations 0 \
    worstSetupStartpointType "input port" \
    pwr_total_uw 217 \
    floorplan.die_area_mm2 0.0117 \
    synthAoiAreaFrac 0.385 \
    holdBufCountCts 0 \
    netSwitchingFraction 0.489 \
    detailedRoute.firstPassIterationCount 4 \
]
[power groups by stage]
stage / combinational [mW] / clock [mW] / sequential, mW
final: 0.217 / 0 / 0
after CTS: 0.216 / 0 / 0
after global routing: 0.242 / 0 / 0
[worst min path at each step]
stage,startpoint,endpoint,depth (start not counted)
after CTS,val_A[5],ALU_out[5],5
after global routing,val_A[5],ALU_out[5],5
final,val_A[5],ALU_out[5],5
[metal layers]
layer	global-route usage	wire, um	vias up
li1	-	-	1067
met1	0.138	2960	909
met2	0.163	2560	46
met3	0.0127	307	2
met4	0.00286	15	0
met5	0	0	-
[critical path: stages]
cell                              delay [ns]
sky130_fd_sc_hd__clkdlybuf4s50_1        0.51
sky130_fd_sc_hd__or4_4                  0.58
sky130_fd_sc_hd__and4b_2                0.34
sky130_fd_sc_hd__nor2_1                 0.06
sky130_fd_sc_hd__xnor2_1                0.14
sky130_fd_sc_hd__ha_1                   0.28
sky130_fd_sc_hd__and2_1                 0.19
sky130_fd_sc_hd__a221o_1                0.37
sky130_fd_sc_hd__a31oi_2                0.28
sky130_fd_sc_hd__o221ai_1               0.22
sky130_fd_sc_hd__mux2i_1                0.20
sky130_fd_sc_hd__o211a_1                0.17
sky130_fd_sc_hd__o221ai_2               0.10
sky130_fd_sc_hd__a2111oi_2              0.34
sky130_fd_sc_hd__clkdlybuf4s50_1        0.53
[cells in the mapped netlist (3+ instances only)]
| library cell | n | area, um2 |
|---|---|---|
| sky130_fd_sc_hd__a211o_1 | 3 | 26.3 |
| sky130_fd_sc_hd__a21boi_0 | 4 | 30.0 |
| sky130_fd_sc_hd__a21o_1 | 4 | 30.0 |
| sky130_fd_sc_hd__a21oi_1 | 16 | 80.1 |
| sky130_fd_sc_hd__and3_1 | 4 | 25.0 |
| sky130_fd_sc_hd__and3b_1 | 3 | 26.3 |
| sky130_fd_sc_hd__clkbuf_1 | 9 | 33.8 |
| sky130_fd_sc_hd__ha_1 | 17 | 213 |
| sky130_fd_sc_hd__inv_1 | 10 | 37.5 |
| sky130_fd_sc_hd__nand2_1 | 19 | 71.3 |
| sky130_fd_sc_hd__nand2b_1 | 3 | 18.8 |
| sky130_fd_sc_hd__nand3_1 | 17 | 85.1 |
| sky130_fd_sc_hd__nand3b_1 | 5 | 37.5 |
| sky130_fd_sc_hd__nor2_1 | 16 | 60.1 |
| sky130_fd_sc_hd__nor2b_1 | 7 | 43.8 |
| sky130_fd_sc_hd__nor3_1 | 9 | 45.0 |
| sky130_fd_sc_hd__o211a_1 | 4 | 40.0 |
| sky130_fd_sc_hd__o211ai_1 | 5 | 37.5 |
| sky130_fd_sc_hd__o21a_1 | 5 | 37.5 |
| sky130_fd_sc_hd__o21ai_0 | 23 | 115 |
| sky130_fd_sc_hd__o31ai_1 | 6 | 45.0 |
| sky130_fd_sc_hd__or2_2 | 3 | 18.8 |
| sky130_fd_sc_hd__xnor2_1 | 8 | 70.1 |
| sky130_fd_sc_hd__xor2_1 | 12 | 105 |
[cells by family (layout without fill, tap and decap cells)]
kind of cell	after synthesis	after routing
xor+xnor	20	20
mux	2	2
fa+ha+maj	18	18
compound gates	91	91
buf+inv	21	70
simple gates	101	101
[final cells by class]
class                           instances  share of cell area
Timing Repair Buffer                   59               0.239
Multi-Input combinational cell        232               0.690
Tap cell                              102              0.0535
Inverter                               11              0.0173
Power figures rest on the tool's default switching activity, not on a simulated workload.
